$ cat flow/run.sh
#!/bin/bash
# OpenROAD 26Q1-2900-gdf79404cd8, Yosys 0.63+post, stock flow scripts
make -C /OpenROAD-flow-scripts/flow DESIGN_CONFIG=/design/flow/config.mk WORK_HOME=/design/flow/orfs finish
$ cat flow/config.mk
export PLATFORM = sky130hd
export DESIGN_NAME = top
export DESIGN_NICKNAME = top
export VERILOG_FILES = /design/flow/design.v
export SDC_FILE = /design/flow/constraint.sdc
export NUM_CORES = 4
export LEC_CHECK = 1
export CORE_UTILIZATION = 50
$ cat flow/constraint.sdc
current_design top

set clk_period 3.2
set clk_io_pct 0.2

create_clock -name clk0 -period $clk_period [get_ports {r_clk}]
create_clock -name clk1 -period $clk_period [get_ports {w_clk}]

set non_clock_inputs [all_inputs -no_clocks]
set_input_delay [expr $clk_period * $clk_io_pct] -clock clk0 $non_clock_inputs
set_output_delay [expr $clk_period * $clk_io_pct] -clock clk0 [all_outputs]
$ cat flow/design.v
module empty
#(parameter WIDTH=8,
 parameter DEPTH=16
)
(input logic r_clk,rst_n,rd_rq,
input logic [$clog2(DEPTH):0]rsync_ptr2,
output logic [$clog2(DEPTH)-1:0]raddr,
output logic [$clog2(DEPTH):0]rptr,
output logic empty
);
 logic [$clog2(DEPTH):0]bin,binnext,graynext;
logic emptyn;
always_ff @(posedge r_clk or negedge rst_n)
if(~rst_n) begin
rptr<='d0;
bin<='d0;
empty<=1;
end
else begin
rptr<=graynext;
bin<=binnext;
empty<=emptyn;
end
always_comb begin
raddr=bin[$clog2(WIDTH)-1:0];
binnext=bin+(~empty & rd_rq);
graynext=(binnext>>1)^binnext;
emptyn=(graynext==rsync_ptr2);
end
endmodule
module fifo_mem 
#(parameter WIDTH=8,
  parameter DEPTH=16)
(
input w_clk,wr_rq,rd_rq,
input full,empty,
input logic [$clog2(DEPTH)-1:0]waddr,raddr,
input logic[WIDTH-1:0]wdata,
output logic[WIDTH-1:0]rdata
);
logic [WIDTH-1:0]fifo[DEPTH-1:0];
always_ff @(posedge w_clk)
if(wr_rq & !full)
fifo[waddr]<=wdata;
always_comb begin
if(rd_rq & !empty)
rdata = fifo[raddr];
else
rdata = 'd0;
end
endmodule
module sync_r2w
#(parameter DEPTH=16
)
(input logic w_clk,rst_n,
input logic[$clog2(DEPTH):0] rptr,
output logic[$clog2(DEPTH):0] wsync_ptr2);
logic [$clog2(DEPTH):0] wsync_ptr1;
always_ff @(posedge w_clk or negedge rst_n)
if(~rst_n)  
begin
wsync_ptr2<='d0;
wsync_ptr1<='d0;
end
else begin  
wsync_ptr1<=rptr;
wsync_ptr2<=wsync_ptr1;
end
endmodule
module sync_w2r
#(parameter DEPTH=16
)
(input logic r_clk,rst_n,
input logic[$clog2(DEPTH):0] wptr,
output logic[$clog2(DEPTH):0] rsync_ptr2);
logic [$clog2(DEPTH):0] rsync_ptr1;
always @(posedge r_clk or negedge rst_n)
if(~rst_n)  
begin
rsync_ptr2<='d0;
rsync_ptr1<='d0;
end
else begin  
rsync_ptr1<=wptr;
rsync_ptr2<=rsync_ptr1;
end
endmodule
module top
#(parameter WIDTH=8,
 parameter DEPTH=16
)
(input w_clk,r_clk,rst_n,wr_rq,rd_rq,
input logic [WIDTH-1:0]wdata,
output logic full,empty,
output logic [WIDTH-1:0]rdata
);
wire [$clog2(DEPTH)-1:0] waddr,raddr;
wire [$clog2(DEPTH):0] wptr,rptr,wsync_ptr2,rsync_ptr2;
sync_r2w #(DEPTH) sync_r2w(.*);
sync_w2r #(DEPTH) sync_w2r(.*);
fifo_mem #(WIDTH,DEPTH) fifomem(.*);
full #(WIDTH,DEPTH) full_1(.*);
empty  #(WIDTH,DEPTH) empty_1(.*);
endmodule
module full
#(parameter WIDTH=8,
  parameter DEPTH=16
)
(input logic w_clk,rst_n,wr_rq,
input logic [$clog2(DEPTH):0]wsync_ptr2,
output logic [$clog2(DEPTH)-1:0]waddr,
output logic [$clog2(DEPTH):0]wptr,
output logic full
);
  logic [$clog2(DEPTH):0]bin,binnext,graynext;
logic fulln;
always_ff @(posedge w_clk or negedge rst_n)
if(~rst_n) begin
wptr<='d0;
bin<='d0;
full<=0;
end
else begin
wptr<=graynext;
bin<=binnext;
full<=fulln;
end
always_comb begin
waddr=bin[$clog2(DEPTH)-1:0];
binnext=bin+(~full & wr_rq);
graynext=(binnext>>1)^binnext;
fulln=(graynext=={~wsync_ptr2[$clog2(DEPTH):$clog2(DEPTH)-1],wsync_ptr2[$clog2(DEPTH)-2:0]});
end
endmodule
==> results.sh <==
# implementation run metrics
export IMPL_status="finished, final reports clean"
export IMPL_pre_cts_ws_ns=0.244
export IMPL_p_total_w=0.00427
export IMPL_final_setup_skew_ns=0.00594
export IMPL_cp_end_kind="primary output"
export IMPL_cts_tree="built"
export IMPL_vias_per_cell=5.28
export IMPL_fp_util_pct=51.6
export IMPL_cp_required_ns=2.56
export IMPL_die_x_um=91.3
export IMPL_final_hold_viol_count=0
export IMPL_syn2layout_area_growth_pct=15.4
export IMPL_async_flop_share_pct=38.5
export IMPL_diodes=0
export IMPL_clkTransAtPathRegs_ns=0.09
export IMPL_antenna_found_initial=0
export IMPL_post_synth_most_frequent_cells="edfxtp_1, dfrtp_1, mux4_2, nor2_1, xnor2_1"
export IMPL_dp_hpwl_mm=4.36
export IMPL_netlist_area_sq_mm=0.00399
export IMPL_rsz0062_at_grt="false"
export IMPL_slew_headroom_pct=51.2
export IMPL_num_io_pins=23
export IMPL_ys_warnings_count=5
export IMPL_ant_nets=0
export IMPL_hold_end="sync_r2w.wsync_ptr1[3]"
export IMPL_wl_mm=6.51
export IMPL_start_kind="flop"
export IMPL_nFillCells=548
export IMPL_cp_max_fo=8
export IMPL_synthFlopType="edfxtp_1"
export IMPL_rows=32
export IMPL_finalSetupViolations=0
export IMPL_layout_drive_gt1_share_pct=21.3
export IMPL_vias=1927
export IMPL_arrival_ns=2.22
export IMPL_finalMaxSlewViolations=0
export IMPL_drc=0
export IMPL_gp_congestion=0.762
export IMPL_port_buffers=21
export IMPL_cts_setup_buffers=0
export IMPL_reg2regPathDepth=7
export IMPL_grt_overflow_total=0
export IMPL_synth_edff_count=64
export IMPL_post_drt_wl_per_cell_um=17.8
export IMPL_leakagePower_nw=1.69
export IMPL_synth_chip_area_sq_mm=0.00399
export IMPL_cellPowerDensity_mw_per_mm2=928
export IMPL_yosys_area_top_type="edfxtp_1"
export IMPL_drv_cap=0
export IMPL_path_class="flop to primary output"
export IMPL_cts_sinks=104
export IMPL_r2r_start="empty_1.bin[0]"
export IMPL_syn_area_per_cell_sq_um=18.5
export IMPL_tns_ns=0
export IMPL_synth_top_cell_by_count="edfxtp_1"
export IMPL_topCellsByArea="edfxtp_1, dfrtp_1, mux4_2"
export IMPL_grt_usage_pct=19.1
export IMPL_worstHoldPathCells=0
export IMPL_ys_seq_share_pct=73.4
export IMPL_grt_start_max_net_pins=41
export IMPL_die_h_um=91.3
export IMPL_firstDrtPassIters=4
export IMPL_yosys_cells=216
export IMPL_dieArea_sq_mm=0.00833
export IMPL_numSynthFlops=104
export IMPL_coreArea_sq_mm=0.00773
export IMPL_drt_iter0_drc=86
export IMPL_min_from="empty_1.rptr[3]"
export IMPL_ir_drop_uv=752
export IMPL_rrSetupSlack_ns=0.77
export IMPL_min_path_type="flop to flop"
export IMPL_grt_pass1_wl_mm=10.7
export IMPL_r2r_end="empty_1.empty"
export IMPL_ys_types=31
export IMPL_worst_pin_slew_ns=0.732
export IMPL_cts_resized_gates=0
export IMPL_warning_count=27
export IMPL_finalWorstSetupSlack_ns=0.336
export IMPL_cts_hold_buf=0
export IMPL_grt_pass1_vias=2138
export IMPL_synth_top_area_share_pct=48.2
export IMPL_syn_instance_count=216
==> cells in the final DEF (no fill, tap or decap) <==
cell type / instances
edfxtp_1: 64
dfrtp_1: 39
clkdlybuf4s50_1: 20
mux4_2: 16
xnor2_1: 14
nor2_1: 14
buf_4: 13
clkbuf_8: 12
xor2_1: 11
mux2i_1: 8
nand3_1: 7
nand2_1: 5
ha_1: 5
inv_1: 4
inv_6: 4
nor3_1: 3
or3_1: 3
nand2b_1: 2
nor2b_1: 2
nand3_2: 1
xor2_2: 1
xnor2_2: 1
o221ai_1: 1
nand3b_1: 1
or2b_1: 1
a221oi_2: 1
nor3b_1: 1
and3b_2: 1
a31o_1: 1
nor4_2: 1
clkbuf_1: 1
clkinv_4: 1
clkinvlp_4: 1
clkinv_2: 1
dfstp_2: 1
buf_2: 1
==> worst max-delay path, stage by stage, from the launching register on <==
cell             delay, ns
dfrtp_1               0.61
buf_4                 0.27
mux4_2                0.50
mux2i_1               0.15
nor2_1                0.05
clkdlybuf4s50_1       0.40
==> power breakdown <==
group / total [W] / internal, W / switching [W]
registers: 0.00203 / 0.00178 / 0.000254
logic: 0.00140 / 0.000765 / 0.000636
clock network: 0.000835 / 0.000381 / 0.000455
total: 0.00427 / 0.00293 / 0.00135
==> through the flow <==
step	hold slack [ns]	util, %	cell area (sq um)	instances
2_1_floorplan	0.331	-	3990	216
5_1_grt	0.256	59.6	4600	365
6_report	0.260	59.6	4600	365
4_1_cts	0.255	59.6	4600	365
3_5_place_dp	0.336	56.6	4380	345
3_3_place_gp	0.338	56.6	4380	345
==> cells by family (layout without fill, tap and decap cells) <==
family | Yosys count | count (layout) | share of synthesized area [%]
buf+inv | 11 | 58 | 1.38
flops | 104 | 104 | 73.4
mux | 24 | 24 | 11.0
fa+ha+maj | 5 | 5 | 1.57
compound gates | 3 | 3 | 0.816
xor+xnor | 27 | 27 | 6.31
simple gates | 42 | 42 | 5.52
==> area by class of cell <==
class	instances	area (sq um)	area share, %
well taps	102	128	2.77
clock inverters	7	56.3	1.22
inverters	4	15.0	0.326
clock buffers	13	169	3.67
repair buffers	34	303	6.58
multi-input cells	101	1010	21.9
flip-flops and latches	104	2920	63.5
==> layer usage <==
metal  global-route usage (%)  wire length [um]  vias up
met1                     25.4              2310      962
met3                     10.4               641        7
met5                        0                 0        -
li1                         -                 -      882
met2                     31.0              3500       76
met4                     2.12                56        0
==> worst max path at each step <==
stage	start	to	slack, ns
after CTS	empty_1.bin[0]	rdata[4]	0.27
after global routing	empty_1.bin[0]	rdata[3]	0.13
final	empty_1.bin[0]	rdata[3]	0.34
==> registers in the layout (all words and copies together) (netlist names), 5 cells and up <==
register             flops
empty_1.rptr             5
fifomem.fifo            64
full_1.wptr              5
sync_r2w.wsync_ptr1      5
sync_r2w.wsync_ptr2      5
sync_w2r.rsync_ptr1      5
sync_w2r.rsync_ptr2      5
Power figures rest on the tool's default switching activity, not on a simulated workload.
